<file path="/design/flow/design.v">
module LSB(
    input wire clk_in,   
    input wire rst_in,   
    input wire rdy_in,   
    input wire rob_clear,   
    input wire [5-1:0] rob_head_id,   
    output wire lsb_full,   
    input wire inst_input,   
    input wire [4-1:0] lsb_type,   
    input wire [31:0] lsb_r1_val,   
    input wire [31:0] lsb_r2_val,   
    input wire lsb_r1_has_dep,   
    input wire lsb_r2_has_dep,   
    input wire [5-1:0] lsb_r1_dep,   
    input wire [5-1:0] lsb_r2_dep,   
    input wire [31:0] lsb_imm,   
    input wire [5-1:0] lsb_rob_id_in,  
    output wire lsb_fi,
    output wire [31:0] lsb_value,
    output wire [5-1:0] lsb_rob_id,
    input wire rs_fi,
    input wire [31:0] rs_value,
    input wire [5-1:0] rs_rob_id,
    output wire need_data,  
    output wire is_write,  
    output wire [31:0] data_addr,
    output wire [31:0] data_in,  
    output wire [2:0] work_type,
    input wire data_handle,  
    input wire data_ready,  
    input wire [31:0] data_out  
);
    reg [31:0] r1_val[0:8-1];
    reg [31:0] r2_val[0:8-1];
    reg r1_has_dep[0:8-1];
    reg r2_has_dep[0:8-1];
    reg [5-1:0] r1_dep[0:8-1];
    reg [5-1:0] r2_dep[0:8-1];
    reg [5-1:0] rob_id[0:8-1];
    reg [4-1:0] type[0:8-1];
    reg [31:0] imm[0:8-1];
    reg finished[0:8-1];
    reg [3-1:0] head, tail;
    localparam LSB_SIZE_MAX = 6'b001000;
    localparam Nready = 2'b00;
    localparam Executing = 2'b10;
    localparam Finished = 2'b11;
    assign is_write = type[head][3];
    assign data_addr = r1_val[head] + imm[head];
    assign data_in = r2_val[head];
    assign work_type = type[head][2:0];
    wire need_confirm = is_write || data_addr[17:16] == 2'b11;
    reg [5:0] lsb_size;
    wire ready[0:8-1];
    reg [1:0] state[0:8-1];
    assign need_data = !rob_clear && lsb_size > 0 && ready[head] && !(need_confirm && rob_head_id != rob_id[head]) && state[head] == Nready;
    wire is_pop = lsb_size > 0 && (is_write && data_handle || !is_write && data_ready);
    assign lsb_fi = !rob_clear && is_pop;
    assign lsb_value = data_out;
    assign lsb_rob_id = rob_id[head];
    assign lsb_full = (lsb_size == LSB_SIZE_MAX) || (lsb_size + 1 == LSB_SIZE_MAX && inst_input && !finished[head]);
    wire tmp_lsb_r1_has_dep = (rs_fi && lsb_r1_has_dep && rs_rob_id == lsb_r1_dep) ? 0 : ((lsb_fi && lsb_r1_has_dep && lsb_rob_id == lsb_r1_dep) ? 0 : lsb_r1_has_dep);
    wire [31:0] tmp_lsb_r1_val = (rs_fi && lsb_r1_has_dep && rs_rob_id == lsb_r1_dep) ? rs_value : ((lsb_fi && lsb_r1_has_dep && lsb_rob_id == lsb_r1_dep) ? lsb_value : lsb_r1_val);
    wire tmp_lsb_r2_has_dep = (rs_fi && lsb_r2_has_dep && rs_rob_id == lsb_r2_dep) ? 0 : ((lsb_fi && lsb_r2_has_dep && lsb_rob_id == lsb_r2_dep) ? 0 : lsb_r2_has_dep);
    wire [31:0] tmp_lsb_r2_val = (rs_fi && lsb_r2_has_dep && rs_rob_id == lsb_r2_dep) ? rs_value : ((lsb_fi && lsb_r2_has_dep && lsb_rob_id == lsb_r2_dep) ? lsb_value : lsb_r2_val);    
    genvar gi;
    generate
        for(gi = 0; gi < 8; gi = gi + 1) begin
            assign ready[gi] = !r1_has_dep[gi] && !r2_has_dep[gi];
        end 
    endgenerate
integer i;
always @(posedge clk_in or posedge rst_in) 
begin
    if (rst_in) begin
        for(i = 0; i < 8; i = i + 1) begin
            state[i] <= Nready;
            r1_val[i] <= 32'b0;
            r2_val[i] <= 32'b0;
            r1_has_dep[i] <= 1'b0;
            r2_has_dep[i] <= 1'b0;
            r1_dep[i] <= 5'b0;
            r2_dep[i] <= 5'b0;
            type[i] <= 4'b0;
            imm[i] <= 32'b0;
            rob_id[i] <= 5'b0;
        end
        head <= 0;
        tail <= 0;
        lsb_size <= 0;
    end
    else if (rdy_in) 
    begin
        if(rob_clear) begin
            head <= 0;
            tail <= 0;
            lsb_size <= 0;
        end 
        else begin
            lsb_size <= lsb_size + inst_input - is_pop;
            if(inst_input) begin
                state[tail] <= Nready;
                r1_val[tail] <= tmp_lsb_r1_val;
                r2_val[tail] <= tmp_lsb_r2_val;
                r1_has_dep[tail] <= tmp_lsb_r1_has_dep;
                r2_has_dep[tail] <= tmp_lsb_r2_has_dep;
                r1_dep[tail] <= lsb_r1_dep;
                r2_dep[tail] <= lsb_r2_dep;
                type[tail] <= lsb_type;
                imm[tail] <= lsb_imm;
                rob_id[tail] <= lsb_rob_id_in;
                tail <= tail + 1;
            end
            for(i = 0; i < 8; i = i + 1) begin
                if(lsb_fi && r1_has_dep[i] && lsb_rob_id == r1_dep[i]) begin
                    r1_val[i] <= lsb_value;
                    r1_has_dep[i] <= 0;
                end
                if(lsb_fi && r2_has_dep[i] && lsb_rob_id == r2_dep[i]) begin
                    r2_val[i] <= lsb_value;
                    r2_has_dep[i] <= 0;
                end
                if(rs_fi && r1_has_dep[i] && rs_rob_id == r1_dep[i]) begin
                    r1_val[i] <= rs_value;
                    r1_has_dep[i] <= 0;
                end
                if(rs_fi && r2_has_dep[i] && rs_rob_id == r2_dep[i]) begin
                    r2_val[i] <= rs_value;
                    r2_has_dep[i] <= 0;
                end
            end
            if(is_pop) begin
                head <= head + 1;
            end
            if(need_data) begin
                if(!is_write && data_handle) begin
                    state[head] <= Executing;
                end
            end 
        end
    end
end
endmodule
</file>
<file path="/design/flow/run.sh">
#!/bin/bash
# OpenROAD 26Q1-2900-gdf79404cd8, Yosys 0.63+post, stock flow scripts
make -C /OpenROAD-flow-scripts/flow DESIGN_CONFIG=/design/flow/config.mk WORK_HOME=/design/flow/orfs finish
</file>
<file path="/design/flow/config.mk">
export PLATFORM = sky130hd
export DESIGN_NAME = LSB
export DESIGN_NICKNAME = LSB
export VERILOG_FILES = /design/flow/design.v
export SDC_FILE = /design/flow/constraint.sdc
export NUM_CORES = 4
export LEC_CHECK = 1
export CORE_UTILIZATION = 40
</file>
<file path="/design/flow/constraint.sdc">
current_design LSB

set clk_period 35.4
set clk_io_pct 0.2

create_clock -name clk0 -period $clk_period [get_ports {clk_in}]

set non_clock_inputs [all_inputs -no_clocks]
set_input_delay [expr $clk_period * $clk_io_pct] -clock clk0 $non_clock_inputs
set_output_delay [expr $clk_period * $clk_io_pct] -clock clk0 [all_outputs]
</file>
==> results.py <==
# Metrics from the implementation run
metrics = {
    "status": {
        "status": "finished, final reports clean",
    },
    "timing": {
        "finalSetupViolations": 0,
        "final-max-slew-violation-count": 0,
        "hold_viol_final": 0,
        "finalCriticalPeriod_ns": 16.75,
        "slew_headroom": 0.313,
        "skew_ns": 0.0420,
        "tns_ns": 0,
        "timing.hold.ws_ns": 0.468,
        "max_freq_mhz": 59.7,
        "rsz0062_at_grt": "false",
        "finalCritPeriodShare": 0.473,
        "worstMarginPinSlew_ns": 1.02,
    },
    "clock_network": {
        "htreeDepth": 3,
        "clk_transition_reported_paths_ns": 0.06,
        "clkSinkCount": 964,
        "postCtsResizedCells": 0,
        "clock_latency_ns": 0.74,
        "cts_tree": "yes",
        "hold_buffers": 0,
        "cts_buffer_depth": 3,
        "cts_setup_buffers": 0,
        "cts_buffers": 108,
        "clockRootBuffer": "clkbuf_16",
    },
    "worst_setup_path": {
        "path_class": "primary input to primary output",
        "crit_path_start_kind": "primary input",
        "required_ns": 28.32,
        "cp_data_arrival_time_ns": 9.67,
        "cp_max_fo": 20,
        "regToRegEndpoint": "state[0][1]",
        "rrSetupSlack_ns": 27.60,
        "cp-end-kind": "primary output",
        "r2r_cells": 19,
        "r2r-start": "head[2]",
    },
    "detailed_routing": {
        "drtIter0Drc": 5337,
        "final_antenna_net_count": 0,
        "viasPerCell": 6.46,
        "post-route-drc-count": 0,
        "wire_per_inst_um": 29.1,
        "vias": 51600,
        "wl_um": 233000,
        "dr.pass1.iters": 9,
    },
    "min_path": {
        "min_path_cells": 2,
        "holdCritPathClass": "flip-flop to flip-flop",
        "holdPathEnd": "type[5][3]",
        "hp-start": "type[5][3]",
    },
    "run": {
        "max_cap_violations": 0,
        "tool_warnings": 36,
    },
    "synthesis": {
        "ys.flops": 964,
        "ys_seq_frac": 0.444,
        "top_area_cell": "dfrtp_1",
        "synth-edff-count": 0,
        "yosys-stat-cells": 6198,
        "syn_inst": 6198,
        "post-synth-top-area-fraction": 0.444,
        "async_reset_ff_frac": 1.00,
        "syn_avg_cell_area_um2": 8.76,
        "syn-cell-area_um2": 54300,
        "synth_cell_types": 75,
        "area_leaders": "dfrtp_1 44%, nand2_1 13%, a22oi_1 4.1%",
        "ff_type": "dfrtp_1",
        "ys_warn_count": 11,
        "ys_area_um2": 54300,
    },
    "layout": {
        "n_fill_cell": 12500,
        "final_core_util": 0.465,
        "stdcell_count": 7981,
        "drive_above_1_share": 0.109,
        "logic_area_um2": 27600,
        "flop_area_um2": 24100,
        "area_growth_pct": 15.0,
    },
    "global_route": {
        "grt_overflow": 0,
        "grt_pass1_vias": 51100,
        "grt_pass1_wl_um": 340000,
        "antenna_found_initial": 12,
        "use_met2": 0.498,
        "top_usage_layer": "met2",
        "grt.met3_usage": 0.162,
        "grt_max_degree": 88,
        "track_usage": 0.348,
        "met1_usage": 0.456,
    },
    "place": {
        "dp_hpwl_um": 134000,
        "numPortBuffers": 306,
        "gp_congestion": 0.939,
        "dp.cells": 7776,
    },
    "die": {
        "fp-row-count": 134,
        "die_h_um": 370,
        "die_area_um2": 137000,
        "fp_util": 0.405,
        "io_pins": 307,
        "die_w_um": 370,
        "fp.coreArea_um2": 134000,
    },
    "pwr": {
        "power_w": 0.00482,
        "leakage_nw": 26.9,
        "power.density_nw_per_um2": 77.2,
        "vdd_ir_drop_max_v": 0.0000688,
    },
}
==> flip-flops by register name, indices dropped and copies added, names as in the netlist <==
name	flops
imm	256
lsb_size	6
rob_id	40
state	16
r2_has_dep	8
r1_has_dep	8
type	32
r1_dep	40
tail	3
r1_val	256
r2_dep	40
r2_val	256
head	3
==> how the worst max path moves through the flow <==
stage	endpoint	slack, ns	startpoint	cells after the start
finish	lsb_fi	18.65	rob_clear	6
global route	lsb_fi	18.58	rob_clear	6
CTS	lsb_fi	18.70	rob_clear	6
==> layout by cell type (no fill, tap or decap), types with 18 or more instances in the layout <==
cell type / Yosys / layout
nand3_1: 132 / 128
a22oi_1: 295 / 295
a22o_1: 134 / 134
a222oi_1: 105 / 105
o221ai_1: 76 / 76
and3_1: 65 / 57
buf_4: 80 / 205
clkbuf_1: 487 / 26
a41oi_1: 81 / 79
ha_1: 53 / 49
inv_1: 32 / 31
dfrtp_1: 964 / 963
xnor2_1: 120 / 120
a221o_1: 88 / 88
nor2_1: 176 / 166
clkbuf_16: 0 / 109
o21ai_0: 121 / 121
nand4_1: 21 / 21
o211ai_1: 252 / 252
clkdlybuf4s50_1: 0 / 306
nand2_1: 1832 / 1827
mux2_2: 187 / 187
clkinv_2: 0 / 18
nor3_1: 37 / 27
mux2i_1: 63 / 63
a31oi_1: 26 / 24
a21oi_1: 284 / 284
a221oi_1: 25 / 25
clkbuf_8: 0 / 28
a21o_1: 39 / 39
xor2_1: 94 / 94
==> per-layer routing <==
layer	part of all wire	wire length, µm
met2	0.43	99900
met1	0.37	86600
met5	0.00079	184
met3	0.14	32500
met4	0.058	13500
==> stage by stage <==
stage	setup slack (ns)	cell area, µm²
final	18.65	62400
after global routing	18.58	62400
after CTS	18.70	62400
after detailed placement	18.71	58700
after floorplan	1.20	54300
after global placement	18.72	58700
==> final cells by class <==
cell class / count / share of cell area
clock inverters: 39 / 0.00820
well taps: 1768 / 0.0354
inverters: 32 / 0.00204
repair buffers: 514 / 0.0747
clock buffers: 163 / 0.0514
diodes: 3 / 0.000120
flip-flops and latches: 964 / 0.386
multi-input cells: 4498 / 0.442
==> synth_stat cells, drive strengths merged (105+ instances only) <==
cell,instances
a222oi,105
nor2,176
a22o,134
a22oi,295
mux2,188
buf,217
dfrtp,964
nand3,132
nand2,1833
xnor2,120
o211ai,252
o21ai,133
clkbuf,487
a21oi,286
==> logic make-up (layout without fill, tap and decap cells) <==
kind of cell / after synthesis / after routing / share of synthesized area
AND/OR/NAND/NOR: 2348 / 2348 / 0.176
flip-flops: 964 / 964 / 0.444
other: 0 / 3 / 0
buffers and inverters: 736 / 748 / 0.0584
XOR/XNOR: 214 / 214 / 0.0345
multiplexers: 253 / 253 / 0.0512
AND-OR/OR-AND: 1628 / 1628 / 0.223
adder cells (fa/ha/maj): 55 / 55 / 0.0130
==> report_power, final <==
group,switching (W),internal [W],total [W]
sequential,0.000148,0.00135,0.00149
combinational,0.00119,0.000946,0.00213
clock,0.000494,0.000698,0.00119
total,0.00183,0.00299,0.00482
==> critical path: stages <==
cell	delay, ns
clkdlybuf4s50_1	0.41
buf_4	0.19
nor2_1	0.22
nand2_2	0.41
inv_1	0.65
clkdlybuf4s50_1	0.70
Power and IR drop assume default switching activity.
