## flow/config.mk

```make
export PLATFORM = sky130hd
export DESIGN_NAME = ROB
export DESIGN_NICKNAME = ROB
export VERILOG_FILES = /design/flow/design.v
export SDC_FILE = /design/flow/constraint.sdc
export NUM_CORES = 4
export LEC_CHECK = 1
export CORE_UTILIZATION = 30
```

## flow/constraint.sdc

```tcl
current_design ROB

set clk_period 31.2
set clk_io_pct 0.2

create_clock -name clk0 -period $clk_period [get_ports {clk_in}]

set non_clock_inputs [all_inputs -no_clocks]
set_input_delay [expr $clk_period * $clk_io_pct] -clock clk0 $non_clock_inputs
set_output_delay [expr $clk_period * $clk_io_pct] -clock clk0 [all_outputs]
```

## flow/design.v

```verilog
module ROB (
    input wire clk_in,  
    input wire rst_in,  
    input wire rdy_in,  
    output wire rob_full,  
    output wire [5-1:0]rob_free_id,  
    output wire [5-1:0] rob_head_id,  
    output reg rob_clear,  
    output reg [31:0] rob_rst_addr,  
    input wire rob_input,  
    input wire [31:0] rob_value,  
    input wire [31:0] rob_addr,  
    input wire [2-1:0] rob_type,  
    input wire [4:0] rob_reg_id,  
    input wire rob_fi,  
    input wire [5-1:0] rob_qry1_id,  
    output wire rob_qry1_ready,  
    output wire [31:0] rob_qry1_value,  
    input wire [5-1:0] rob_qry2_id,  
    output wire rob_qry2_ready,  
    output wire [31:0] rob_qry2_value,  
    input wire rs_fi,  
    input wire [31:0] rs_value,  
    input wire [5-1:0] rs_rob_id,  
    input wire lsb_fi,  
    input wire [31:0] lsb_value,  
    input wire [5-1:0] lsb_rob_id,  
    output wire is_update_val,
    output wire [4:0] update_val_id,
    output wire [5-1:0] update_val_dep,
    output wire [31:0] update_val,
    output wire is_update_dep,
    output wire [4:0] update_dep_id,
    output wire [5-1:0] update_dep
);
    reg [5-1:0] head;
    reg [5-1:0] tail; 
    reg [4:0] rd_id[0:32-1];
    reg is_finished[0:32-1];
    reg [31:0] res[0:32-1];
    reg [31:0] inst_addr[0:32-1];
    reg [2-1:0] type[0:32-1];
    reg [5:0] rob_size;
    wire rob_empty = rob_size == 0;
    localparam ROB_SIZE_MAX = 6'b100000;
    assign rob_full = rob_size == ROB_SIZE_MAX || (rob_size == ROB_SIZE_MAX - 1 && !(is_finished[head] && !rob_empty) && rob_input);
    assign rob_free_id = rob_clear ? 0 : (rob_input ? tail + 1 : tail);
    wire is_pop = is_finished[head] && !rob_empty;
    wire tttmp = res[head] , tttmmmp=rd_id[head];
    wire [5-1:0]tt1= type[rs_rob_id];
    wire [5-1:0]tt2= type[lsb_rob_id];
    assign rob_head_id = rob_clear ? 0 : (is_pop && !(type[head] == 2'b01 && res[head] != rd_id[head])? head + 1 : head);
    assign rob_qry1_ready = (rob_input && tail == rob_qry1_id)? rob_fi : (rs_fi && rs_rob_id ==rob_qry1_id ? 1 : (lsb_fi && lsb_rob_id == rob_qry1_id ? 1 : is_finished[rob_qry1_id]));
    assign rob_qry1_value = (rob_input && tail == rob_qry1_id)? rob_value : (rs_fi && rs_rob_id ==rob_qry1_id ? rs_value : (lsb_fi && lsb_rob_id == rob_qry1_id ? lsb_value : res[rob_qry1_id]));
    assign rob_qry2_ready = (rob_input && tail == rob_qry2_id)? rob_fi : (rs_fi && rs_rob_id ==rob_qry2_id ? 1 : (lsb_fi && lsb_rob_id == rob_qry2_id ? 1 : is_finished[rob_qry2_id]));
    assign rob_qry2_value = (rob_input && tail == rob_qry2_id)? rob_value : (rs_fi && rs_rob_id ==rob_qry2_id ? rs_value : (lsb_fi && lsb_rob_id == rob_qry2_id ? lsb_value : res[rob_qry2_id]));
    assign is_update_val = is_pop && (type[head] == 2'b10 || type[head] == 2'b00);
    assign update_val_id = rd_id[head];
    assign update_val_dep = head;
    assign update_val = res[head];
    assign is_update_dep = rob_input && (rob_type == 2'b10 || rob_type == 2'b00); 
    assign update_dep_id = rob_reg_id;
    assign update_dep = tail;
    integer i;
always @(posedge clk_in or posedge rst_in) 
begin
    if (rst_in ) begin
        head <= 0;
        tail <= 0;
        rob_size <= 0;
        rob_clear <= 0;
        for(i = 0; i < 32; i = i + 1) begin
            is_finished[i] <= 0;
            res[i] <= 0;
            inst_addr[i] <= 0;
            rd_id[i] <= 0;
            type[i] <= 0;
        end
    end
    else if (rdy_in) 
    begin
        if(rob_clear) begin
            head <= 0;
            tail <= 0;
            rob_size <= 0;
            for(i = 0; i < 32; i = i + 1) begin
                is_finished[i] <= 0;
                res[i] <= 0;
                inst_addr[i] <= 0;
                rd_id[i] <= 0;
                type[i] <= 0;
            end
            rob_clear <= 0;
        end
        else begin
            if(rob_input && !is_pop) begin
                rob_size <= rob_size + 1;
            end
            else if(!rob_input && is_pop) begin
                rob_size <= rob_size - 1;
            end
            if(rob_input) begin
                inst_addr[tail] <= rob_addr;
                rd_id[tail] <= rob_reg_id;
                type[tail] <= rob_type;
                is_finished[tail] <= rob_fi;
                res[tail] <= rob_value;
                tail <= tail + 1;
            end
            if(rs_fi) begin
                is_finished[rs_rob_id] <= 1;
                res[rs_rob_id] <= rs_value;
            end
            if(lsb_fi) begin
                is_finished[lsb_rob_id] <= 1;
                if(type[lsb_rob_id]!=2'b11)
                    res[lsb_rob_id] <= lsb_value;
            end 
            if(is_pop) begin
                head <= head + 1;
                case (type[head]) 
                    2'b01 : begin
                        if(res[head] != rd_id[head]) begin
                            rob_clear <= 1;
                            rob_rst_addr <= inst_addr[head];
                        end
                    end
                endcase
            end
        end
    end
end
endmodule
```

## flow/run.sh

```bash
#!/bin/bash
# OpenROAD 26Q1-2900-gdf79404cd8, Yosys 0.63+post, stock flow scripts
make -C /OpenROAD-flow-scripts/flow DESIGN_CONFIG=/design/flow/config.mk WORK_HOME=/design/flow/orfs finish
```

==> reports/qor.txt <==
P_leak - 63.3 nW
Setup violators final - 0
Vias in the first global route - 149k
Pwr Total - 15.6 mW
Share of flip-flops with an asynchronous set or reset - 98.6%
Worst R2R End - rob_rst_addr[0]$_DFFE_PP_
Final HPWL DP - 794 mm
R2R cell count - 15
Hold path depth - 2
Routed WL per cell - 49.5 um
Vias/cell - 6.84
Count of pins over their slew limit - 0
Die area - 495000 um2
First-pass GRT wire length - 1530 mm
Maxcap violations - 0
Complex Gates by Area - 26.2%
# DRC - 0
Largest net degree at the start of global routing - 135
IO Pins - 326
Via Count - 164k
FP Rows - 257
Flops out of synthesis - 2353
Count of tool warnings - 85
Clk latency of the worst-skew pair - 1060 ps
CTS Hold Bufs - 0
Worst Setup End Kind - output pin
Initial antenna violation count - 209
Setup repair after global routing missed its margin - false
CP startpoint kind - primary input
Post-CTS resize count - 0
Worst-path clk slew - 60 ps
Die height - 704 um
Clock sinks - 2353
Core ar. - 490000 um2
Yosys cell count - 17.4k
Max VDD drop - 54.7 uV
Slew headroom - 18.1%
Total grt overflow - 0
Drt pass-1 iters - 13
Crit Path Class - primary input to output pin
Adder share - 0.149%
GRT Overall Usage - 48.5%
RD Place Congestion - 1.13
Critical-path maximum fanout - 23
Htree depth - 5
Final clock skew - 67.9 ps
Min-Delay Endpoint - inst_addr[19][28]$_DFFE_PP0P_
Post-Route Setup TNS - 0 ps
YS warnings - 6
FF/Latch Area - 59100 um2
Fraction of layout cells with a size suffix above 1 - 10.3%
Number of enable flip-flop cells - 32
Mux area share - 14.4%
Top area cell types - dfrtp_1 39%, mux2i_1 14%, o21ai_0 6.4%
Num CTS Buffers - 293
Post-CTS setup buffer count - 0
Failing checks - antenna violations
Top Layout Cells - 2484 x nand2_1, 2317 x dfrtp_1, 2084 x mux2i_1, 1877 x o21ai_0, 1128 x o22ai_1
Initial core utilization - 30.1%
CP Data Arrival Time - 12060 ps
Port Buffers - 325
Fmax - 0.0547 GHz
Worst hold start - inst_addr[19][28]$_DFFE_PP0P_
FF-to-FF Start - head[2]$_DFFE_PP0P_
Chip Area, Yosys - 148000 um2
Main logic family - AND-OR/OR-AND gates
PwrDens - 91.0 nW/um2
Xor/xnor share - 0.255%
Cell Type Count - 79
Top-area cell share - 39.3%
Setup WS pre-CTS - 12600 ps
Mapped Cells - 17.4k
Area leader, netlist - dfrtp_1
Comb area - 78900 um2
DRT antenna net count - 1
DR iter-0 viols - 22.1k
Total routed wirelength - 1190 mm
Outcome - complete, but fails checks
Non-filler cells, final - 24.0k
Hold crit path type - flop to flop
Commonest Layout Cell - nand2_1
Sequential area share after synthesis - 40.0%
Bufs on Longest Clock Path - 4
Clock root buffer - clkbuf_16
Post-Synthesis Cell Area - 148000 um2
Hold Vio Cnt, Final - 0
Flop2flop setup slack - 22330 ps
Syn_area_per_cell - 8.50 um2
Worst setup margin - 12900 ps
Die X - 704 um
Filler cell count - 49.2k
Simple share - 11.0%
Worst Hold Margin - 478 ps
Synth-to-Final Area Change - 16.1%
Inst Count DP - 23.2k
Required time of the worst setup path - 24960 ps
CTS tree - built
Prevailing post-synth register cell - dfrtp_1
Post-layout min period - 18300 ps
Period utilisation layout - 58.6%
Worst slew pin tran - 1230 ps
## cell type report
type	instances	share of cell area, %
repair buffers	1326	6.42
diodes	295	0.431
well taps	6475	4.73
multi-input cells	11967	46.0
flip-flops and latches	2353	34.5
clock buffers	422	4.97
clock inverters	96	0.672
inverters	1055	2.31
## sequential cells by signal, indices dropped and copies added, names as in the netlist
register and flops:
rob_clear 1, head 5, res 1024, is_finished 32, rob_size 6, inst_addr 1024, rd_id 160, type 64
tail 5, rob_rst_addr 32
## power by group
part           internal (mW)  switching (mW)
combinational           1.95            3.61
clock                   2.02            1.55
sequential              4.33            2.15
## worst max-delay path by stage
| stage | start | endpoint | slack [ps] | cells after the start |
|---|---|---|---|---|
| after CTS | rob_qry2_id[1] | rob_qry2_value[31] | 12570 | 14 |
| after global routing | rob_qry1_id[4] | rob_qry1_value[31] | 13170 | 13 |
| final | rob_qry1_id[4] | rob_qry1_value[31] | 12900 | 13 |
## cell usage after synthesis (13+ instances only)
master,count
a211oi_1,21
dfrtp_1,2321
a31oi_1,184
nand3b_1,33
nor2_1,840
a2bb2oi_1,13
inv_1,1052
nand4_1,228
a22oi_1,387
o22ai_1,1128
a21oi_1,472
o21ai_0,1878
nor3_1,45
ha_1,16
nor2b_1,40
nand3_1,65
nand2_1,2501
and3_1,20
a2111oi_0,28
o221ai_1,67
buf_2,81
a21boi_0,22
buf_6,18
o21ai_1,36
mux2_2,20
a22o_1,598
o21a_1,54
edfxtp_1,32
xor2_1,27
and4b_1,13
clkbuf_1,1685
a32oi_1,98
mux2i_1,2084
nor4_1,49
buf_1,178
a222oi_1,87
buf_4,23
xnor2_1,16
a221oi_1,700
nand2b_1,18
## worst max-delay path, stage by stage
cell and delay, ps:
clkdlybuf4s50_1 910, nand2b_1 490, buf_4 270, nor2_4 700, buf_4 820, a22oi_1 240
nand4_1 170, nor3_1 70, a21oi_1 180, mux2i_1 290, o21ai_0 840, mux2_2 320
clkdlybuf4s50_1 460
## through the flow
stage,util (%),instance area [um2]
global route,34.9,171000
finish,35.0,171000
floorplan,-,148000
detailed placement,32.9,161000
global placement,32.9,161000
CTS,34.8,171000
## per-layer routing
layer  vias to the layer above  track usage [%]  wire (um)
met2                     14498             62.4     464000
met1                     81353             56.2     418000
met5                         -             6.25       3440
met3                      5057             29.7     180000
met4                       141             40.1     123000
li1                      62963                -          -
## cell families (layout without fill, tap and decap cells)
group,Yosys count,count (layout)
adder cells (fa/ha/maj),17,17
flip-flops,2353,2353
other,0,295
AND/OR/NAND/NOR,3928,3928
XOR/XNOR,43,43
multiplexers,2117,2117
buffers and inverters,3042,2899
AND-OR/OR-AND,5862,5862
Power figures rest on the tool's default switching activity, not on a simulated workload.
